## flow/design.v

```verilog
`timescale 10 ns / 1 ns
module alu(
	input [32 - 1:0] A,
	input [32 - 1:0] B,
	input [2:0] ALUop,
	output Overflow,
	output CarryOut,
	output Zero,
	output [32 - 1:0] Result
);
        wire [32 - 1:0] R_AND;
        wire [32 - 1:0] R_OR;
        wire [32 - 1:0] R_AND_OR;
    	wire [32 - 1:0] R_ADD_SUB;
    	wire [32 - 1:0] R_SLT;
    	wire COUT;
    	wire CIN;
    	wire Cin;
    	wire [32 - 1:0] B_ADD_SUB;
	wire Compare;
    	parameter AND = 3'b000,
                  OR = 3'b001,
                  ADD = 3'b010,
                  SUB = 3'b110,
                  SLT = 3'b111;
    	assign B_ADD_SUB = ALUop[2] ? ~B : B;
    	assign CIN = ALUop[2];
    	assign R_AND = A & B;
    	assign R_OR = A | B;
    	advance_add_32 instance_0(
        	.A(A),
        	.B(B_ADD_SUB),
        	.CIN(CIN),
        	.S(R_ADD_SUB),
        	.COUT(COUT),
		.Cin(Cin)
    	);
	assign Compare =  ~Overflow & R_ADD_SUB[32 - 1] | Overflow & ~R_ADD_SUB[32 - 1];
	assign R_SLT = {31'b0,Compare}; 
   	assign Result = ({32{ALUop == AND}} & R_AND) |
			({32{ALUop == OR}} & R_OR) |
			({32{ALUop == ADD || ALUop == SUB}} & R_ADD_SUB) |
			({32{ALUop == SLT}} & R_SLT);
   	assign Overflow = ~Cin & COUT | Cin & ~COUT;
   	assign CarryOut =  ~ALUop[2] & COUT | ALUop[2] & ~COUT;
   	assign Zero = ~|Result;
endmodule
module advance_add_32(
    input [32 - 1:0] A,
    input [32 - 1:0] B,
    input CIN,
    output Cin,
    output COUT,
    output [32 - 1:0] S  
);
    wire [32:0] cout;
    assign cout[0] = CIN;
    genvar i;
    generate 
        for(i = 0; i < 32; i = i + 1) 
            begin : CLA
                wire p, g;
                assign p = ~A[i] & B[i] | A[i] & ~B[i];
                assign g = A[i] & B[i];
                assign S[i] = ~p & cout[i] | p & ~cout[i];
                assign cout[i + 1] = g | p & cout[i];
            end
    endgenerate 
    assign COUT = cout[32];
    assign Cin = cout[32 - 1];
endmodule
`timescale 10 ns / 1 ns
module reg_file(
	input clk,
	input rst,
	input [5 - 1:0] waddr,
	input [5 - 1:0] raddr1,
	input [5 - 1:0] raddr2,
	input wen,
	input [32 - 1:0] wdata,
	output [32 - 1:0] rdata1,
	output [32 - 1:0] rdata2
);
	reg [32 - 1:0] r [32 - 1:0];
	always @(posedge clk) begin
		if(wen & (|waddr)) begin
			r[waddr] <= wdata;
		end
	end
	assign rdata1 = {32{|raddr1}} & r[raddr1];
	assign rdata2 = {32{|raddr2}} & r[raddr2];
endmodule
`timescale 10ns / 1ns
module mips_cpu(
	input  rst,
	input  clk,
	output reg [31:0] PC,
	input  [31:0] Instruction,
	output [31:0] Address,
	output MemWrite,
	output [31:0] Write_data,
	output [3:0] Write_strb,
	input  [31:0] Read_data,
	output MemRead
);
	wire [5:0]  opcode;
	wire [4:0]  rs;
	wire [4:0]  rt;
	wire [4:0]  rd;
	wire [4:0]  sa;
	wire [5:0]  func;
	wire [15:0] imm;
	wire [25:0] instr_index;
	wire	    RF_wen;
	wire [4:0]	RF_waddr;
	wire [31:0]	RF_wdata;
	wire [4:0]  RF_raddr1;
	wire [4:0]  RF_raddr2;
	wire [31:0] RF_rdata1;
	wire [31:0] RF_rdata2;
	wire [31:0] ALU_A;
	wire [31:0] ALU_B;
	wire [2:0]  ALUop;
	wire [31:0] ALU_result;
	wire        ALU_zero;
	wire        ALU_CarryOut;
	wire        ALU_Overflow;
	wire [31:0] Shifter_A;
	wire [31:0] Shifter_B;
	wire [1:0]  Shifterop;
	wire [31:0] Shifter_result;
	wire        branch;
	wire        jump;
	wire [31:0] branch_result;
	wire [31:0] jump_result;
	wire [31:0] PC4;
	wire [31:0] PC8;
	wire [31:0] load_data;
	wire [31:0] sign_extension;
	wire [31:0] zero_extension;
	wire [31:0] shiftl2_extension;
	wire [31:0] imm_extension;
	wire [31:0] jump_extension;
	assign opcode      = Instruction[31:26];
	assign rs          = Instruction[25:21];
	assign rt          = Instruction[20:16];
	assign rd          = Instruction[15:11];
	assign sa          = Instruction[10:6];
	assign func        = Instruction[5:0];
	assign imm         = Instruction[15:0];
	assign instr_index = Instruction[25:0];
	assign sign_extension    = {{16{imm[15]}}, imm};
	assign zero_extension    = {16'b0, imm};
	assign shiftl2_extension = {sign_extension[29:0], 2'b0};
	assign jump_extension    = {PC4[31:28], instr_index, 2'b0};
	assign imm_extension = opcode[2] 		        ? zero_extension :
			               (~opcode[2] | opcode[5]) ? sign_extension :
			               shiftl2_extension;
    assign ALUop = (~|opcode)                ? (func[5] == 1         ? (func[3:2] == 2'b00 ? {func[1] , 2'b10}         :
														                func[3:2] == 2'b01 ? {func[1] , 1'b0, func[0]} : 
																        func[3:2] == 2'b10 ? {~func[0], 2'b11}         :
															            0)                                             :
											   {func[5:3], func[1]} == 4'b0011 ?  3'b010                       :
											    3'b0) :
				    opcode[5:3] == 3'b001    ? (opcode[2:1] == 2'b00           ? {opcode[1] , 2'b10}           :
											    opcode[2]                      ? {opcode[1] , 1'b0, opcode[0]} :
											    opcode[2:1] == 2'b01           ? {~opcode[0], 2'b11}           :
											    3'b0) :
				    opcode[5:0] == 6'b000001 ?  3'b110 :
				    opcode[5:2] == 4'b0001   ? (opcode[1]                      ? 3'b110                        :
				   							    ~opcode[1]                     ? 3'b110                        :
											    3'b0) :
				    opcode[5]                ?  3'b010 :
				    3'b0;
      assign ALU_A = ((~|opcode) & ({func[5:3], func[1]} == 4'b0011)) ? 32'b0 : RF_rdata1;
      assign ALU_B = ((opcode[5:3] == 3'b001) & (opcode[2:0] != 3'b111)) | (opcode[5] == 1'b1) ? imm_extension :
			         ((opcode[5:1] == 5'b00011) | (opcode[5:0] == 6'b000001))                  ? 32'b0         :
			         RF_rdata2;
      assign Shifterop = {2{(~|opcode) & (~|func[5:3])}} & func[1:0];
      assign Shifter_A = RF_rdata2;
      assign Shifter_B = func[2] ? RF_rdata1 : {{27'b0}, sa};
	alu alu(
	   .A(ALU_A),
	   .B(ALU_B),
	   .ALUop(ALUop),
	   .Overflow(ALU_Overflow),
	   .CarryOut(ALU_CarryOut),
	   .Zero(ALU_zero),
	   .Result(ALU_result)
	);
	shifter shifter(
	   .A(Shifter_A),
	   .B(Shifter_B),
	   .Shiftop(Shifterop),
	   .Result(Shifter_result)
	);
	reg_file reg_file(
	   .clk(clk),
	   .rst(rst),
	   .raddr1(RF_raddr1),
	   .raddr2(RF_raddr2),
	   .rdata1(RF_rdata1),
	   .rdata2(RF_rdata2),
	   .waddr(RF_waddr),
	   .wdata(RF_wdata),
	   .wen(RF_wen)
	);
	assign PC4 = PC + 4;
	assign PC8 = PC + 8;
    assign branch = (((~|opcode[5:3]) & opcode[2]) & (((opcode[1:0] == 2'b00) & ALU_zero)                                    |
                                                      ((opcode[1:0] == 2'b01) & ~ALU_zero)                                   |
                                                      ((opcode[1:0] == 2'b10) & (ALU_zero | (ALU_Overflow ^ ALU_result[31]))) |
                                                      ((opcode[1:0] == 2'b11) & (~ALU_zero & (ALU_Overflow ^ (~ALU_result[31])))) 
                                                     )
                     ) |
                    (((~|opcode[5:1]) & opcode[0]) & ((~rt[0] & (ALU_Overflow ^ ALU_result[31])) |
                                                      (rt[0] & (ALU_Overflow ^ (~ALU_result[31])))
                                                     )                           
                    ) ;
     assign branch_result = PC4 + shiftl2_extension;
     assign jump = ((~|opcode) & ({func[5:3], func[1]} == 4'b0010)) | ((~|opcode[5:2]) & opcode[1]);
     assign jump_result = ({32{(~|opcode) & ({func[5:3], func[1]} == 4'b0010)}} & RF_rdata1)       |
                          ({32{(~|opcode[5:2]) & opcode[1]}}                    & jump_extension)  ;
	always @(posedge clk) begin
	   if(rst) begin
	       PC <= 32'b0;
	   end
	   else begin
	       PC <= branch ? branch_result : jump ? jump_result : PC4;
	   end
	end
    assign RF_raddr1 = rs;
    assign RF_raddr2 = rt;
    assign RF_waddr = (opcode[5:0] == 6'b000011)                           ? 5'd31 :
                      ((opcode[5:3] == 3'b001) | (opcode[5] & ~opcode[3])) ? rt    :
                      rd ;
    assign RF_wen = ~(((~|opcode) & ((func[5:0] == 6'b001000) | ((func[5:0] == 6'b001010) & ~ALU_zero) | ((func[5:0] == 6'b001011) & ALU_zero))) |
                      ((~|opcode[5:1]) & opcode[0])                                                                                              |
                      (opcode[5:0] == 6'b000010)                                                                                                 |
                      (opcode[5:2] == 4'b0001)                                                                                                   |
                      (opcode[5] & opcode[3])
                     );
    assign RF_wdata = ((~|opcode) & ((func[5:0] == 6'b001010) & ALU_zero | (func[5:0] == 6'b001011) & ~ALU_zero)) ? RF_rdata1      :
                      (((~|opcode) &  (func[5:0] == 6'b001001)) | (opcode[5:0] == 6'b000011))                     ? PC8            :
                      ((~|opcode) &  (~|func[5:3]))                                                               ? Shifter_result :
                      (opcode[5:0] == 6'b001111)                                                                  ? {imm, 16'b0}   :
                      (opcode[5] & ~opcode[3])                                                                    ? load_data      :
                      ALU_result;
    wire [4:0] swl_shift_digits;
    wire [4:0] swr_shift_digits;
    wire [31:0] lb_data;
    wire [31:0] lh_data;
    wire [31:0] lw_data;
    wire [31:0] lbu_data;
    wire [31:0] lhu_data;
    wire [31:0] lwl_data;
    wire [31:0] lwr_data;
    assign MemWrite = opcode[5] & opcode[3];
    assign MemRead  = opcode[5] & ~opcode[3];
    assign Address  = {ALU_result[31:2], 2'b0};
    assign swl_shift_digits = ({5{~ALU_result[1] & ~ALU_result[0]}} & 5'd24) |
                              ({5{~ALU_result[1] & ALU_result[0]}}  & 5'd16) |
                              ({5{ALU_result[1]  & ~ALU_result[0]}} & 5'd8)  ;
    assign swr_shift_digits = ({5{ALU_result[1]  & ALU_result[0]}}  & 5'd24) |
                              ({5{ALU_result[1]  & ~ALU_result[0]}} & 5'd16) |
                              ({5{~ALU_result[1] & ALU_result[0]}}  & 5'd8)  ;
    assign Write_strb = ({4{opcode[2:0] == 3'b000}} & {ALU_result[1] & ALU_result[0], ALU_result[1] & ~ALU_result[0], ~ALU_result[1] & ALU_result[0], ~ALU_result[1] & ~ALU_result[0]}) |
                        ({4{opcode[2:0] == 3'b001}} & {ALU_result[1], ALU_result[1], ~ALU_result[1], ~ALU_result[1]}) |
                        ({4{opcode[2:0] == 3'b011}} & 4'b1111) |
                        ({4{opcode[2:0] == 3'b010}} & {ALU_result[1] & ALU_result[0], ALU_result[1], ALU_result[1] | ALU_result[0], 1'b1}) |
                        ({4{opcode[2:0] == 3'b110}} & {1'b1, ~(ALU_result[1] & ALU_result[0]), ~ALU_result[1], ~(ALU_result[1] | ALU_result[0])}) ;
    assign Write_data = ({32{opcode[2:0] == 3'b000}} & {4{RF_rdata2[7:0]}}) |
                        ({32{opcode[2:0] == 3'b001}} & {2{RF_rdata2[15:0]}}) |
                        ({32{opcode[2:0] == 3'b011}} & RF_rdata2) |
                        ({32{opcode[2:0] == 3'b010}} & (RF_rdata2 >> swl_shift_digits)) |
                        ({32{opcode[2:0] == 3'b110}} & (RF_rdata2 << swr_shift_digits)) ;
    assign lb_data   = ({32{~ALU_result[1] & ~ALU_result[0]}} & {{24{Read_data[7]}} , Read_data[7:0]})   |
                       ({32{~ALU_result[1] & ALU_result[0]}}  & {{24{Read_data[15]}}, Read_data[15:8]})  |
                       ({32{ALU_result[1]  & ~ALU_result[0]}} & {{24{Read_data[23]}}, Read_data[23:16]}) |
                       ({32{ALU_result[1]  & ALU_result[0]}}  & {{24{Read_data[31]}}, Read_data[31:24]}) ;
    assign lh_data   = ({32{~ALU_result[1]}} & {{16{Read_data[15]}}, Read_data[15:0]})  |
                       ({32{ALU_result[1]}}  & {{16{Read_data[31]}}, Read_data[31:16]}) ;
    assign lw_data   = Read_data[31:0];
    assign lbu_data  = {24'b0, lb_data[7:0]};
    assign lhu_data  = {16'b0, lh_data[15:0]};
    assign lwl_data  = ({32{~ALU_result[1] & ~ALU_result[0]}} & {Read_data[7:0] , RF_rdata2[23:0]}) |
                       ({32{~ALU_result[1] & ALU_result[0]}}  & {Read_data[15:0], RF_rdata2[15:0]}) |
                       ({32{ALU_result[1]  & ~ALU_result[0]}} & {Read_data[23:0], RF_rdata2[7:0]})  |
                       ({32{ALU_result[1]  & ALU_result[0]}}  & Read_data) ;
    assign lwr_data  = ({32{~ALU_result[1] & ~ALU_result[0]}} & Read_data) |
                       ({32{~ALU_result[1] & ALU_result[0]}}  & {RF_rdata2[31:24], Read_data[31:8]})  |
                       ({32{ALU_result[1]  & ~ALU_result[0]}} & {RF_rdata2[31:16], Read_data[31:16]}) |
                       ({32{ALU_result[1]  & ALU_result[0]}}  & {RF_rdata2[31:8] , Read_data[31:24]}) ;
    assign load_data = ({32{opcode[2:0] == 3'b000}} & lb_data)  |
                       ({32{opcode[2:0] == 3'b001}} & lh_data)  |
                       ({32{opcode[2:0] == 3'b011}} & lw_data)  |
                       ({32{opcode[2:0] == 3'b100}} & lbu_data) |
                       ({32{opcode[2:0] == 3'b101}} & lhu_data) |
                       ({32{opcode[2:0] == 3'b010}} & lwl_data) |
                       ({32{opcode[2:0] == 3'b110}} & lwr_data) ;
endmodule
`timescale 10 ns / 1 ns
module shifter (
	input [32 - 1:0] A,
	input [32 - 1:0] B,
	input [1:0] Shiftop,
	output [32 - 1:0] Result
);
parameter L = 2'b00,
           AR = 2'b11,
           LR = 2'b10;
wire [32 - 1:0] R_L;
wire [32 - 1:0] R_AR;
wire [32 - 1:0] R_LR;
assign R_L = A << B[4:0];
assign R_LR = A >> B[4:0];
assign R_AR = ($signed(A)) >>> B[4:0];
assign Result = ({32{Shiftop == L}} & R_L) |
                ({32{Shiftop == AR}} & R_AR) |
                ({32{Shiftop == LR}} & R_LR);
endmodule
```

## flow/run.sh

```bash
#!/bin/bash
# OpenROAD 26Q1-2900-gdf79404cd8, Yosys 0.63+post, stock flow scripts
make -C /OpenROAD-flow-scripts/flow DESIGN_CONFIG=/design/flow/config.mk WORK_HOME=/design/flow/orfs finish
```

## flow/config.mk

```make
export PLATFORM = sky130hd
export DESIGN_NAME = mips_cpu
export DESIGN_NICKNAME = mips_cpu
export VERILOG_FILES = /design/flow/design.v
export SDC_FILE = /design/flow/constraint.sdc
export NUM_CORES = 4
export LEC_CHECK = 1
export CORE_UTILIZATION = 50
```

## flow/constraint.sdc

```tcl
current_design mips_cpu

set clk_period 68.1
set clk_io_pct 0.2

create_clock -name clk0 -period $clk_period [get_ports {clk}]

set non_clock_inputs [all_inputs -no_clocks]
set_input_delay [expr $clk_period * $clk_io_pct] -clock clk0 $non_clock_inputs
set_output_delay [expr $clk_period * $clk_io_pct] -clock clk0 [all_outputs]
```

==> GITHUB_STEP_SUMMARY <==
## Synthesis and layout report

| Metric | Value |
|---|---|
| Run status | `complete, no violations` |
| Top FF cell, synth | `edfxtp_1` |
| Layout area overhead | `13.1%` |
| Pint | `1.30 mW` |
| Setup TNS Final | `0 ns` |
| GRT Total Usage | `between 40% and 50%` |
| Initial antenna violation count | `10` |
| P_leak | `24.3 nW` |
| Placed Area | `67200 um^2` |
| Num CTS Buffers | `106` |
| Drt initial violations | `5223` |
| Achievable Freq | `21.0 MHz` |
| Die x size | `~360 um` |
| Switching Fraction | `around a third` |
| Setup crit end kind | `output pin` |
| Slowest CP cell | `a22o_2` |
| CP Max Fanout | `47` |
| Worst Path Arrival | `34.10 ns` |
| Synth Register Bits | `1056` |
| Crit-path most repeated cell | `fa_1` |
| Clock share of power | `between 30% and 40%` |
| Top cell type's share of synthesized area | `roughly half` |
| DRC Markers | `0` |
| Filler instances | `a little under 10000` |
| GP Congestion | `1.09` |
| Yosys top cell by instances | `edfxtp_1` |
| Avg Synthesized Cell Area | `13.0 um^2` |
| CORE AREA | `124000 um^2` |
| Async set or reset register ratio after synthesis | `0%` |
| Yosys warning total | `2` |
| Post-synth area hogs | `edfxtp_1, mux4_2, mux2i_1` |
| Io pins | `168` |
| Die area | `127000 um^2` |
| Rows | `approximately 130` |
| Clock buffer depth | `3` |
| CP startpoint kind | `primary input` |
| Kind of critical path | `in -> out` |
| Slack of the critical path | `between 20 and 25 ns` |
| Final Cell Area | `70800 um^2` |
| P_sw | `622 uW` |
| Number of cells in Yosys stat | `4807` |
| Largest stage delay on the critical path | `0.67 ns` |
| Minimum clock period | `approximately 48 ns` |
| Final count of pins violating max slew | `0` |
| Final setup viols | `0` |
| First-pass GRT wire length | `385000 um` |
| Max Cap Viol | `0` |
| Routed WL | `277000 um` |
| Commonest cells in the synthesized netlist | `edfxtp_1, mux2i_1, nand2_1` |
| Post-DP HPWL | `188000 um` |
| Via count | `approximately 49000` |
| Drt wl/cell | `41.0 um` |
| Post_cts resized | `0` |
| CTS tree | `built` |
| Req. time, crit path | `54.48 ns` |
| Largest net degree at the start of global routing | `75` |
| Antenna-violating nets left | `0` |
| Netlist Area Pre-Place | `62600 um^2` |
| Syn Inst Count | `4807` |
| Via/cell ratio | `7.27` |
| Root Buffer | `clkbuf_16` |
| Pre-Place Util | `between 50 and 60%` |
| Cell type with the largest total area | `edfxtp_1` |
| Worst slew margin | `about 20%` |
| Tool warnings | `27` |
| CTS clk-pin slew, worst paths | `0.07 ns` |
| Hold Vio Cnt, Final | `0` |
| Number of global-route vias before repair | `50000` |
| PD cells | `~27 nW/um^2` |
| GR Overflow Total | `0` |
| RSZ-0062 raised after global routing | `no` |
| Clock Skew | `0.0546 ns` |
| Drt first pass iters | `26` |
| Utilization after layout | `57.1%` |
| Clk sink count | `approximately 1100` |
| EDFF count, synth | `1024` |
| Max VDD drop | `between 0.02 and 0.03 mV` |
| Overall Power | `1.92 mW` |
| Clock Latency Late Sink | `around 0.74 ns` |
| Part of the power in registers | `41.4%` |
| Worst slew pin tran | `1.20 ns` |
| Hold_buf cts | `0` |
| Comb power frac | `27.1%` |
| Yosys synthesis chip area | `62600 um^2` |
| Hold Path Class | `reg -> reg` |
| Setup Buffers After CTS | `0` |
| Pre-CTS setup slack | `20.54 ns` |
| Ratio of cells with drive above 1 in the final layout | `between 20% and 30%` |
| H-tree level count | `3` |
| # port buffers | `165` |
| Die H | `356 um` |
| Synth cell types | `about 120` |
| Period utilization | `70.1%` |
| Seq share, synth | `50.2%` |
logic make-up (layout without fill, tap and decap cells):
| family | after synthesis | count (layout) | share of synthesized area, % |
|---|---|---|---|
| buffers and inverters | 437 | 707 | 3.68 |
| adder cells (fa/ha/maj) | 67 | 67 | 1.72 |
| AND-OR/OR-AND | 1246 | 1246 | 14.1 |
| AND/OR/NAND/NOR | 1064 | 1064 | 8.00 |
| multiplexers | 822 | 822 | 20.7 |
| other | 1 | 42 | 0.00599 |
| XOR/XNOR | 114 | 114 | 1.62 |
| flip-flops | 1056 | 1056 | 50.2 |
flip-flops by register name (all words and copies together) (netlist names):
register / count
reg_file.r: 1024
PC: 32
power by group through the flow:
stage	clock network (mW)	logic [mW]	registers (mW)
after CTS	0.611	0.499	0.796
after global routing	0.636	0.539	0.798
final	0.607	0.522	0.796
layout make-up:
class                      instances  area, um^2  share of cell area (%)
clock inverter                    79         921                    1.30
timing repair buffer             469        3960                    5.60
inverter                          40         150                   0.212
tap                             1637        2050                    2.89
multi-input combinational       3347       29600                    41.8
antenna                            8        20.0                  0.0283
clock buffer                     119        2700                    3.82
sequential                      1056       31400                    44.3
cells in the final DEF (no fill, tap or decap), drive strengths merged, types with 41 or more instances in the layout:
cell and n:
a22oi 106, nand2 356, xnor2 64, mux2 61, inv 41, a21oi 220
nor2 305, xor2 49, o21ai 169, edfxtp 1024, clkbuf 120, nand3 85
a211oi 71, buf 313, a22o 68, o221ai 69, a221oi 48, clkdlybuf4s50 155
mux2i 394, o22ai 133, nor3 85, mux4 367, clkinv 51
critical path, delay by kind of cell:
family	cells	cell delay (ns)
XOR/XNOR	1	0.17
buffers and inverters	3	1.52
adder cells (fa/ha/maj)	31	14.56
AND-OR/OR-AND	9	3.29
AND/OR/NAND/NOR	3	0.90
worst paths after layout:
kind / cells after the start / endpoint / startpoint / slack [ns]
max: 47 / Write_data[14] / Instruction[18] / 20.38
min: 2 / PC[1]$_SDFFE_PP0P_ / PC[1]$_SDFFE_PP0P_ / 0.62
max reg2reg: 49 / reg_file.r[24][8]$_DFFE_PP_ / reg_file.r[29][1]$_DFFE_PP_ / 46.17
min reg2reg: 2 / PC[1]$_SDFFE_PP0P_ / PC[1]$_SDFFE_PP0P_ / 0.62
through the flow:
stage,cells,hold WS [ns]
2_1_floorplan,4840,0.448
3_3_place_gp,6548,0.596
3_5_place_dp,6548,0.588
4_1_cts,6746,0.596
5_1_grt,6748,0.612
6_report,6755,0.620
layer usage:
layer / wire length (um) / vias up / global-route usage (%)
met5: 1310 / - / 7.28
met3: 46000 / 1066 / 29.6
met1: 86700 / 23900 / 59.9
li1: - / 20000 / -
met2: 119000 / 4067 / 65.1
met4: 24200 / 34 / 29.4
Power and IR drop assume default switching activity.
