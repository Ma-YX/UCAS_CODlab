<file path="./config.mk">
export PLATFORM = sky130hd
export DESIGN_NAME = icache_top
export DESIGN_NICKNAME = icache_top
export VERILOG_FILES = /design/flow/design.v
export SDC_FILE = /design/flow/constraint.sdc
export NUM_CORES = 4
export LEC_CHECK = 1
export CORE_UTILIZATION = 30
export SYNTH_MEMORY_MAX_BITS = 65536
</file>
<file path="./constraint.sdc">
current_design icache_top

set clk_period 192.6
set clk_io_pct 0.2

create_clock -name clk0 -period $clk_period [get_ports {clk}]

set non_clock_inputs [all_inputs -no_clocks]
set_input_delay [expr $clk_period * $clk_io_pct] -clock clk0 $non_clock_inputs
set_output_delay [expr $clk_period * $clk_io_pct] -clock clk0 [all_outputs]
</file>
<file path="./design.v">
`timescale 10ns / 1ns
module icache_top (
	input		clk,
	input		rst,
	input          from_cpu_inst_req_valid,
	input  [31:0]  from_cpu_inst_req_addr,
	output         to_cpu_inst_req_ready,
	output         to_cpu_cache_rsp_valid,
	output [31:0]  to_cpu_cache_rsp_data,
	input          from_cpu_cache_rsp_ready,
	output         to_mem_rd_req_valid,
	output [31:0]  to_mem_rd_req_addr,
	input          from_mem_rd_req_ready,
	input          from_mem_rd_rsp_valid,
	input  [31:0]  from_mem_rd_rsp_data,
	input          from_mem_rd_rsp_last,
	output         to_mem_rd_rsp_ready
);
    localparam WAIT     = 8'b00000001,
               TAG_RD   = 8'b00000010,
               CACHE_RD = 8'b00000100,
               RESP     = 8'b00001000,
               EVICT    = 8'b00010000,
               MEM_RD   = 8'b00100000,
               RECV     = 8'b01000000,
               REFILL   = 8'b10000000;
     reg         valid0 [7:0];
     reg [23:0]  tag0   [7:0];
     reg [255:0] data0  [7:0];
     reg         valid1 [7:0];
     reg [23:0]  tag1   [7:0];
     reg [255:0] data1  [7:0];
     reg         valid2 [7:0];
     reg [23:0]  tag2   [7:0];
     reg [255:0] data2  [7:0];
     reg         valid3 [7:0];
     reg [23:0]  tag3   [7:0];
     reg [255:0] data3  [7:0];
     reg [1:0] FIFO [7:0];
     reg [7:0] current_state;
     reg [7:0] next_state;
     wire hit_miss;
     wire hit_miss0;
     wire hit_miss1;
     wire hit_miss2;
     wire hit_miss3;
     reg [31:0] from_cpu_cache_req_addr;
     reg [31:0] from_mem_rd_rsp_data0;
     reg [31:0] from_mem_rd_rsp_data1;
     reg [31:0] from_mem_rd_rsp_data2;
     reg [31:0] from_mem_rd_rsp_data3;
     reg [31:0] from_mem_rd_rsp_data4;
     reg [31:0] from_mem_rd_rsp_data5;
     reg [31:0] from_mem_rd_rsp_data6;
     reg [31:0] from_mem_rd_rsp_data7;
     reg [2:0]  from_mem_rd_rsp_len;
     wire [23:0] tag;
     wire [2:0] set;
     wire [4:0] offset;
     assign {tag, set, offset} = from_cpu_cache_req_addr;
     always @(posedge clk) begin
         if(rst) begin
             current_state <= WAIT;
         end
         else begin
             current_state <= next_state;
         end
     end
     always @(*) begin
         case(current_state)
             WAIT: begin
                 if(from_cpu_inst_req_valid) begin
                      next_state = TAG_RD;
                 end
                 else begin
                      next_state = WAIT;
                 end
             end
             TAG_RD: begin
                 if(hit_miss) begin
                     next_state = CACHE_RD;
                 end
                 else begin
                     next_state = EVICT;
                 end
             end
             CACHE_RD: begin
                 next_state = RESP;
             end
             RESP: begin
                 if(from_cpu_cache_rsp_ready) begin
                     next_state = WAIT;
                 end
                 else begin
                     next_state = RESP;
                 end
             end
             EVICT: begin
                 next_state = MEM_RD;
             end
             MEM_RD: begin
                 if(from_mem_rd_req_ready) begin
                     next_state = RECV;
                 end
                 else begin
                     next_state = MEM_RD;
                 end
             end
             RECV: begin
                 if(from_mem_rd_rsp_valid & from_mem_rd_rsp_last) begin
                     next_state = REFILL;
                 end
                 else begin
                     next_state = RECV;
                 end
             end
             REFILL: begin
                 next_state = RESP;
             end
             default: next_state = current_state;
         endcase 
     end
     always @(posedge clk) begin
         if(rst) begin
             from_cpu_cache_req_addr <= 32'b0;
         end
         else if(from_cpu_inst_req_valid & from_cpu_inst_req_valid) begin
             from_cpu_cache_req_addr <= from_cpu_inst_req_addr;
         end
     end
     always @(posedge clk) begin
         if(rst) begin
             from_mem_rd_rsp_len <= 3'b0;
         end
         else if(from_mem_rd_req_ready & to_mem_rd_req_valid) begin
             from_mem_rd_rsp_len <= 3'b0;
         end
         else if(from_mem_rd_rsp_valid & to_mem_rd_rsp_ready) begin
             from_mem_rd_rsp_len <= from_mem_rd_rsp_len + 1'b1;
         end
     end
     always @(posedge clk) begin
         if(rst) begin
             FIFO[0] <= 2'b0; FIFO[1] <= 2'b0; FIFO[2] <= 2'b0; FIFO[3] <= 2'b0;
             FIFO[4] <= 2'b0; FIFO[5] <= 2'b0; FIFO[6] <= 2'b0; FIFO[7] <= 2'b0;
         end
         else if(current_state == TAG_RD) begin
             FIFO[set] <= FIFO[set] + {1'b0, ~hit_miss};
         end
     end
     always @(posedge clk) begin
         if(rst) begin
             from_mem_rd_rsp_data0 <= 32'b0;
             from_mem_rd_rsp_data1 <= 32'b0;
             from_mem_rd_rsp_data2 <= 32'b0;
             from_mem_rd_rsp_data3 <= 32'b0;
             from_mem_rd_rsp_data4 <= 32'b0;
             from_mem_rd_rsp_data5 <= 32'b0;
             from_mem_rd_rsp_data6 <= 32'b0;
             from_mem_rd_rsp_data7 <= 32'b0;
         end
         else if(from_mem_rd_rsp_valid & to_mem_rd_rsp_ready) begin
             case(from_mem_rd_rsp_len)
                 3'b000: from_mem_rd_rsp_data0 <= from_mem_rd_rsp_data;
                 3'b001: from_mem_rd_rsp_data1 <= from_mem_rd_rsp_data;
                 3'b010: from_mem_rd_rsp_data2 <= from_mem_rd_rsp_data;
                 3'b011: from_mem_rd_rsp_data3 <= from_mem_rd_rsp_data;
                 3'b100: from_mem_rd_rsp_data4 <= from_mem_rd_rsp_data;
                 3'b101: from_mem_rd_rsp_data5 <= from_mem_rd_rsp_data;
                 3'b110: from_mem_rd_rsp_data6 <= from_mem_rd_rsp_data;
                 3'b111: from_mem_rd_rsp_data7 <= from_mem_rd_rsp_data;
             endcase
         end
     end
     always @(posedge clk) begin
         if (rst) begin
             valid0[0] <= 0; valid1[0] <= 0; valid2[0] <= 0; valid3[0] <= 0;
             valid0[1] <= 0; valid1[1] <= 0; valid2[1] <= 0; valid3[1] <= 0;
             valid0[2] <= 0; valid1[2] <= 0; valid2[2] <= 0; valid3[2] <= 0;
             valid0[3] <= 0; valid1[3] <= 0; valid2[3] <= 0; valid3[3] <= 0;
             valid0[4] <= 0; valid1[4] <= 0; valid2[4] <= 0; valid3[4] <= 0;
             valid0[5] <= 0; valid1[5] <= 0; valid2[5] <= 0; valid3[5] <= 0;
             valid0[6] <= 0; valid1[6] <= 0; valid2[6] <= 0; valid3[6] <= 0;
             valid0[7] <= 0; valid1[7] <= 0; valid2[7] <= 0; valid3[7] <= 0;
         end
         else begin
             if(current_state == EVICT) begin
                 case(FIFO[set])
                     2'd0: valid0[set] <= 1'b0;
                     2'd1: valid1[set] <= 1'b0;
                     2'd2: valid2[set] <= 1'b0;
                     2'd3: valid3[set] <= 1'b0;
                 endcase
             end
             else if(current_state == REFILL) begin
                 case(FIFO[set])
                     2'd0: valid0[set] <= 1'b1;
                     2'd1: valid1[set] <= 1'b1;
                     2'd2: valid2[set] <= 1'b1;
                     2'd3: valid3[set] <= 1'b1;
                 endcase
             end
             if(current_state == REFILL) begin
                 case(FIFO[set])
                     2'd0: tag0[set] <= tag;
                     2'd1: tag1[set] <= tag;
                     2'd2: tag2[set] <= tag;
                     2'd3: tag3[set] <= tag;
                 endcase 
             end
             if(current_state == REFILL) begin
                 case(FIFO[set])
                     2'd0: data0[set] <= {from_mem_rd_rsp_data7, from_mem_rd_rsp_data6, from_mem_rd_rsp_data5, from_mem_rd_rsp_data4,
                                          from_mem_rd_rsp_data3, from_mem_rd_rsp_data2, from_mem_rd_rsp_data1, from_mem_rd_rsp_data0};
                     2'd1: data1[set] <= {from_mem_rd_rsp_data7, from_mem_rd_rsp_data6, from_mem_rd_rsp_data5, from_mem_rd_rsp_data4,
                                          from_mem_rd_rsp_data3, from_mem_rd_rsp_data2, from_mem_rd_rsp_data1, from_mem_rd_rsp_data0};
                     2'd2: data2[set] <= {from_mem_rd_rsp_data7, from_mem_rd_rsp_data6, from_mem_rd_rsp_data5, from_mem_rd_rsp_data4,
                                          from_mem_rd_rsp_data3, from_mem_rd_rsp_data2, from_mem_rd_rsp_data1, from_mem_rd_rsp_data0};
                     2'd3: data3[set] <= {from_mem_rd_rsp_data7, from_mem_rd_rsp_data6, from_mem_rd_rsp_data5, from_mem_rd_rsp_data4,
                                          from_mem_rd_rsp_data3, from_mem_rd_rsp_data2, from_mem_rd_rsp_data1, from_mem_rd_rsp_data0};
                 endcase 
             end
         end
     end
     assign hit_miss0 = valid0[set] & (tag0[set] == tag);
     assign hit_miss1 = valid1[set] & (tag1[set] == tag);
     assign hit_miss2 = valid2[set] & (tag2[set] == tag);
     assign hit_miss3 = valid3[set] & (tag3[set] == tag);
     assign hit_miss = hit_miss0 | hit_miss1 | hit_miss2 | hit_miss3;
     assign to_cpu_inst_req_ready = current_state == WAIT;
     assign to_cpu_cache_rsp_valid = current_state == RESP;
     wire [255:0] data;
     assign data = {256{hit_miss0}} & data0[set] |
                   {256{hit_miss1}} & data1[set] |
                   {256{hit_miss2}} & data2[set] |
                   {256{hit_miss3}} & data3[set] ;
     assign to_cpu_cache_rsp_data = data[{offset, 3'b000}+:32];
     assign to_mem_rd_req_valid = current_state == MEM_RD;
     assign to_mem_rd_req_addr = {from_cpu_cache_req_addr[31:5], 5'd0};
     assign to_mem_rd_rsp_ready = (current_state == RECV) | rst;
endmodule
</file>
<file path="./run.sh">
#!/bin/bash
# OpenROAD 26Q1-2900-gdf79404cd8, Yosys 0.63+post, stock flow scripts
make -C /OpenROAD-flow-scripts/flow DESIGN_CONFIG=/design/flow/config.mk WORK_HOME=/design/flow/orfs finish
</file>
==> run summary <==
Implementation results. For this run the detailed placement stage logged an HPWL of 659 mm. Proportion of synthesized chip area in sequential cells landed at 0.759. Sum of met2 wire segment lengths after detailed routing landed at 501 mm. In the final layout, the share of cells above drive strength 1 is 0.252. Number of clock buffers inserted by TritonCTS landed at 901. Count of flip-flops with a built-in enable after synthesis landed at 9008. Total number of yosys warnings landed at 1.

Number of maximum-capacitance constraint violations landed at 0. Critical path's largest stage delay landed at 0.53 ns. In this build the clock could be raised as far as around 0.013 GHz.

STA classifies the critical path startpoint as an input port. Mux contribution to synthesized area landed at 0.163. In the routed layout, each cell is associated on average with a via count of about 5.3.

Per the final timing report, the hold violations number 0. I/O pin total landed at 139. The flow ran to the end, and the final reports show no timing, DRC or antenna violations. Adder and majority cell fraction of the synthesized area landed at 0.000240.

Total overflow reported by the global router landed at 0. At the end of routability-driven placement, the weighted congestion stood at just over 0.9. The initial antenna violation count is 54.

Number of buffers inserted by post-CTS setup repair landed at 0. After detailed routing, the total wire length is between 1000 and 1500 mm. Largest fanout on the critical path landed at 79. The DRC violation total left in the routed layout is recorded as 0. Share of synthesized registers carrying an async set or reset landed at 0. Count of buffers inserted at the top-level ports landed at 133.

The end-of-flow timing check tallies setup violations at 0. Cell row count landed at 404. Die width landed at 1.10 mm. The number of global-route vias before repair was 205934. The OpenROAD report gives the critical path a data arrival time of 39.81 ns. The critical path's slowest stage uses the library cell clkdlybuf4s50_1.

Transition at the pin with the smallest max-transition slack landed at between 1 and 1.5 ns. In this run, the synthesized area fraction spent on and/or/nand/nor cells is recorded as 0.0358. Across all stage logs, warnings added up to 30.

For reference, the clock transition at the flip-flops on the worst setup and hold paths is 0.06 ns. Per the detail_route log, the uppermost layer with routed signals is met5. After synthesis, the mean cell area works out to ~20 um^2.

The vertical die dimension reported for this design is 1.10 mm. TritonCTS built the clock tree. Final-report max-slew violation count landed at 0.

Count of H-tree levels built during CTS landed at 6. Across the routed clock network, the largest skew measured is 0.109 ns. The final power report lists total power as slightly above 4 mW. The worst hold path belongs to the class reg2reg.

Post-synthesis share of cell area spent on and-or and or-and gates landed at 0.0259. Full die area landed at roughly 1200000 um^2. Relative area change from synthesis to final layout landed at 15.4%.

Detailed router's first-iteration violation count landed at approximately 13000. In the global route stage, overall resource usage came out at 0.198. Routed length on met1 landed at 325 mm.

The leakage component of the power was reported as 130 nW. In this run, the synthesized area fraction spent on xor and xnor cells is recorded as 0.00118. Setup repair after global routing left no endpoint under its margin. The critical path in this run is classified as in2out. The slew check shows that the tightest pin keeps a relative margin of 0.238. First-pass GRT wire length landed at 1590 mm. The longest clock path from root to sink contains 4 buffers.

Yosys chip area landed at 365000 um^2. Once detail routing completed, the nets flagged for antenna violations numbered 0. Detailed-router iteration count before antenna repair landed at 6.

The clock reaches the later pin of the worst-skew pair after about 1.2 ns. Count of clock tree sinks landed at 9310. The core region is 1210000 um^2.

Detail-routed net length per standard cell landed at 31.5 um. Leaving out fill and tap cells, the most frequent cells in the layout are edfxtp_1 (9008), mux4_2 (2166), nand2_1 (2141). The top cell type in the final layout, fill and taps aside, is edfxtp_1. The worst setup path is captured at an output pin. Entering global routing, the biggest net connects slightly above 90 pins.

Tally of unique sky130hd cells used after synthesis landed at 90. Of the available clock period, the critical path in the final layout requires 0.407. Per the detail_route report, the via count comes to 189750. In the floorplan report the effective utilization is 0.301. Per the CTS log, the root buffer master is clkbuf_16. Routed length on met3 landed at 244 mm. The worst VDD IR drop from the latest analysis is 0.0104 mV.

Time the final worst path needs with I/O delays and setup landed at 78.33 ns. Setup slack of the most critical reg-to-reg path landed at 184.51 ns. The report lists the cells along the critical path as buf_8, or2_2, clkdlybuf4s50_1. Flip-flop and latch count after synthesis landed at 9310. By area, the combinational part of the netlist is dominated by multiplexers. Final-layout setup total negative slack landed at 0 ns. For this design the ratio of total power to cell area is 9.79 nW/um^2.

Number of cells in the yosys synthesis report landed at 18210. Post-CTS repair changed the size of 0 cells. Post-synthesis instance area landed at 365000 um^2. At the worst endpoint, the required time is 154.08 ns. Synthesized instance count landed at between 15000 and 20000.

Number of hold-repair buffers added at the cts stage landed at 0. Looking at the cell usage after synthesis, the top flip-flop cell is edfxtp_1.
==> state kept, by name (all words and copies together) (netlist names), 192 cells and up, named ones only <==
| signal | cells |
|---|---|
| data0 | 2048 |
| data1 | 2048 |
| data2 | 2048 |
| data3 | 2048 |
| tag0 | 192 |
| tag1 | 192 |
| tag2 | 192 |
| tag3 | 192 |
==> final timing paths <==
check                           cells past startpoint                   endpoint                      start
worst max-delay path                                3        to_mem_rd_rsp_ready                        rst
worst min-delay path                                2  from_mem_rd_rsp_data3[13]  from_mem_rd_rsp_data3[13]
worst min register to register                      2  from_mem_rd_rsp_data3[13]  from_mem_rd_rsp_data3[13]
worst max register to register                     14               data0[4][56]                       flop
==> worst max-delay path: cells and delay by family <==
kind / cells / cell delay, ns
buffers and inverters: 2 / 0.89
and+or+nand+nor: 1 / 0.37
==> layer usage <==
layer,track usage,vias to the layer above
met1,0.193,94871
met3,0.188,2419
met2,0.280,15376
met4,0.0870,78
met5,0.0228,-
li1,-,77006
==> area by class of cell <==
cell class | count | area [um^2]
Inverter | 41 | 179
Clock inverter | 476 | 5250
Timing Repair Buffer | 1307 | 10500
Tap cell | 16037 | 20100
Sequential cell | 9310 | 277000
Multi-Input combinational cell | 7691 | 83600
Antenna cell | 48 | 120
Clock buffer | 1222 | 24600
Fill cell | 110027 | 790000
==> cells in the mapped netlist (31+ instances only) <==
library cell | instances | area, um^2
a211oi_1 | 46 | 345
xor2_1 | 43 | 377
buf_1 | 157 | 589
a22o_1 | 39 | 342
or3_1 | 31 | 194
a21oi_1 | 362 | 1810
o211ai_1 | 34 | 255
a22oi_1 | 66 | 495
mux4_2 | 2166 | 48800
inv_1 | 38 | 143
o2bb2ai_1 | 35 | 307
o2111ai_1 | 103 | 902
dfxtp_1 | 302 | 6050
edfxtp_1 | 9008 | 270000
mux2_2 | 200 | 2250
o21ai_0 | 102 | 510
nand4_1 | 323 | 2020
buf_2 | 295 | 1480
clkbuf_1 | 572 | 2150
nand2_1 | 2146 | 8060
o22ai_1 | 170 | 1060
nor2_1 | 318 | 1190
buf_4 | 104 | 781
nand3_1 | 59 | 295
mux2i_1 | 844 | 8450
a221oi_1 | 136 | 1190
o221ai_1 | 37 | 324
nor3_1 | 36 | 180
==> where the power goes <==
group | switching, mW | internal [mW] | total [mW]
clock network | 0.771 | 1.00 | 1.77
logic | 0.0954 | 0.0526 | 0.148
registers | 0.00501 | 2.20 | 2.20
==> cells by family (layout without fill, tap and decap cells) <==
family	after synthesis	in the layout
and+or+nand+nor	3065	3065
other	1	53
muxes	3213	3213
buffers and inverters	1213	3046
xor gates and xnor gates	49	49
DFF	9310	9310
AOI/OAI and AO/OA	1352	1352
adders and majority gates	7	7
==> per-stage QoR <==
stage / instance area, um^2 / hold slack (ns) / utilization / setup WS [ns] / cells
after floorplan: 365000 / 0.446 / - / 115.27 / 18214
after global placement: 391000 / 0.451 / 0.323 / 114.29 / 34386
after detailed placement: 391000 / 0.448 / 0.323 / 114.26 / 34386
after CTS: 421000 / 0.456 / 0.348 / 114.26 / 36084
after global routing: 421000 / 0.480 / 0.348 / 114.16 / 36101
final: 421000 / 0.456 / 0.348 / 114.27 / 36132
No activity file was given, so power comes from the tool's default toggle rates.
